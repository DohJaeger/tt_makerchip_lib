**flow/design.v**
```verilog
module uart_tx 
    #(parameter int FREQUENCY = 10000000, parameter int BAUD_RATE = 9600)
    (
        input logic clk,
        input logic reset,
        input logic tx_dv,
        input logic [7:0] tx_byte, 
        output logic tx_active,
        output logic tx_serial,
        output logic tx_done
    );
    typedef enum logic [2:0] {
        s_IDLE          = 3'b000,
        s_TX_START_BIT  = 3'b001,
        s_TX_DATA_BITS  = 3'b010,
        s_TX_STOP_BIT   = 3'b011,
        s_CLEANUP       = 3'b100
    } state_t;
    localparam int CLKS_PER_BIT = FREQUENCY /  BAUD_RATE;
    state_t r_SM_Main = s_IDLE;
    logic [7:0] r_Clock_Count = 0;
    logic [2:0] r_Bit_Index = 0;
    logic [7:0] r_Tx_Data = 0;
    logic r_Tx_Done = 0;
    logic r_Tx_Active = 0;
    always_ff @(posedge clk or posedge reset) begin
        if (reset) begin
            r_SM_Main <= s_IDLE;
            r_Clock_Count <= 0;
            r_Bit_Index <= 0;
            r_Tx_Data <= 0;
            r_Tx_Done <= 0;
            r_Tx_Active <= 0;
            tx_serial <= 1;
        end else begin
            case (r_SM_Main)
                s_IDLE: begin
                    tx_serial <= 1;  
                    r_Tx_Done <= 0;
                    r_Clock_Count <= 0;
                    r_Bit_Index <= 0;
                    if (tx_dv) begin
                        r_Tx_Active <= 1;
                        r_Tx_Data <= tx_byte;
                        r_SM_Main <= s_TX_START_BIT;
                    end else begin
                        r_SM_Main <= s_IDLE;
                    end
                end
                s_TX_START_BIT: begin
                    tx_serial <= 0;  
                    if (r_Clock_Count < CLKS_PER_BIT - 1) begin
                        r_Clock_Count <= r_Clock_Count + 1;
                    end else begin
                        r_Clock_Count <= 0;
                        r_SM_Main <= s_TX_DATA_BITS;
                    end
                end
                s_TX_DATA_BITS: begin
                    tx_serial <= r_Tx_Data[r_Bit_Index];
                    if (r_Clock_Count < CLKS_PER_BIT - 1) begin
                        r_Clock_Count <= r_Clock_Count + 1;
                    end else begin
                        r_Clock_Count <= 0;
                        if (r_Bit_Index < 7) begin
                            r_Bit_Index <= r_Bit_Index + 1;
                        end else begin
                            r_Bit_Index <= 0;
                            r_SM_Main <= s_TX_STOP_BIT;
                        end
                    end
                end
                s_TX_STOP_BIT: begin
                    tx_serial <= 1;  
                    if (r_Clock_Count < CLKS_PER_BIT - 1) begin
                        r_Clock_Count <= r_Clock_Count + 1;
                    end else begin
                        r_Tx_Done <= 1;
                        r_Clock_Count <= 0;
                        r_Tx_Active <= 0;
                        r_SM_Main <= s_CLEANUP;
                    end
                end
                s_CLEANUP: begin
                    r_Tx_Done <= 1;
                    r_SM_Main <= s_IDLE;
                end
                default: r_SM_Main <= s_IDLE;
            endcase
        end
    end
    assign tx_active = r_Tx_Active;
    assign tx_done = r_Tx_Done;
endmodule
```
**flow/run.sh**
```bash
#!/bin/bash
# OpenROAD 26Q1-2900-gdf79404cd8, Yosys 0.63+post, stock flow scripts
make -C /OpenROAD-flow-scripts/flow DESIGN_CONFIG=/design/flow/config.mk WORK_HOME=/design/flow/orfs finish
```
**flow/config.mk**
```make
export PLATFORM = sky130hd
export DESIGN_NAME = uart_tx
export DESIGN_NICKNAME = uart_tx
export VERILOG_FILES = /design/flow/design.v
export SDC_FILE = /design/flow/constraint.sdc
export NUM_CORES = 4
export LEC_CHECK = 1
export CORE_AREA = 10 10 83 83
export DIE_AREA = 0 0 93 93
```
**flow/constraint.sdc**
```tcl
current_design uart_tx

set clk_period 3.2
set clk_io_pct 0.2

create_clock -name clk0 -period $clk_period [get_ports {clk}]

set non_clock_inputs [all_inputs -no_clocks]
set_input_delay [expr $clk_period * $clk_io_pct] -clock clk0 $non_clock_inputs
set_output_delay [expr $clk_period * $clk_io_pct] -clock clk0 [all_outputs]
```
==> results_slide.txt <==
Flow Results at a Glance

GRT
  • Remaining global-route overflow: 0
  • First-pass GRT wire length: 2320 µm
  • Initial antenna violation count: 0
  • Vias in the first global route: 471
  • Total GRT Usage: 0.0336
  • Largest net degree at the start of global routing: 18

Synthesis
  • Synth Seq Share: 0.611
  • Flip-flops with a built-in enable: 0
  • Post-Synth AOI/OAI Area: 0.0358
  • Yosys top cell by instances: dfrtp_1
  • Syn Std Cell Area: 698 µm²
  • #FFs+latches synth: 17
  • Top cells by area: dfrtp_1 (57%), mux2_1 (13%), mux2i_1 (5.7%), dfstp_2 (3.8%), nor2b_1 (3.6%)
  • Synth Area in XOR/XNOR: 0
  • Yosys cell types: 19
  • Synth Warn #: 1
  • # Cells Yosys: 49
  • Biggest area consumer among synthesized cells: dfrtp_1
  • Main logic family: multiplexers
  • Syn Area/Cell: 14.2 µm²
  • Mux frac, synth: 0.219
  • Yosys simple share: 0.0914
  • Commonest flop: dfrtp_1
  • Yosys adder share: 0
  • Async set-reset flop share out of synthesis: 1.00
  • Yosys synthesis chip area: 698 µm²
  • Synth Instances: 49
  • Top cells by count, synth: dfrtp_1 (16), mux2_1 (8), mux2i_1 (4), nor2b_1 (4)
  • Area leader share: 0.573

Routing
  • Remaining DRCs: 0
  • Post-Route WL: 1340 µm
  • Antenna viol nets, final: 0
  • Routed length per instance: 9.96 µm
  • Via count: 421
  • # diodes: 0
  • DR iter-0 viols: 11
  • Total iterations of the first detailed-routing run: 3
  • Vias/cell: 3.14

Critical path
  • Worst R2R Start: r_SM_Main[0]$_DFFE_PP0P_
  • CP bufs+invs: 1
  • Crit path to: tx_serial
  • Crit Path Max Fanout: 2
  • Crit path largest cell delay: 0.53 ns
  • CP max-delay cell: dfstp_2
  • Critical path required time: 2.56 ns
  • CP Depth: 1
  • Kind of critical path: register to output pin
  • Crit path launch type: register
  • Critical Path AT: 1.24 ns
  • Reg2Reg Setup Slack: 1.55 ns
  • Worst Setup SP: tx_serial$_DFFE_PP1P_
  • Crit Reg-Reg Endpoint: r_Tx_Data[4]$_DFFE_PP0P_
  • CP top delay family: flip-flops
  • Crit. End Element: output pin
  • Register-to-Register Path Depth: 3
  • Crit path cell chain: clkdlybuf4s50_1

Power
  • LEAKAGE: 0.368 nW
  • Pwr/cell area: 504 nW/µm²
  • IR drop worst, VDD: 0.000126 V

Clock network
  • Clk slew on worst S/H paths: 0.06 ns
  • CTS hold repair buffers: 0
  • Clk latency late pin: 0.24 ns
  • CTS Buffer Depth: 2
  • Clk sinks: 17
  • Clk root buf: clkbuf_8
  • Cts bufs inserted: 3
  • Post-CTS resize count: 0
  • CTS tree: done
  • H-tree Lvls: 1
  • Post-CTS Setup Inserts: 0

Layout
  • Non-filler instance count after layout: 134
  • Area growth from synthesis to layout: 34.9%
  • Final instance area: 942 µm²
  • Share of layout cells above drive strength 1: 0.0938

Run
  • Log Warnings: 25
  • Max Cap Viol: 0

STA
  • Final Hold Viols: 0
  • Least-Margin Pin Slew: 0.627 ns
  • Max Slew Vio Count: 0
  • Unrepaired setup endpoints after global routing: no
  • F_max: 532 MHz
  • Worst Skew: 0.000965 ns
  • Final Setup Violations: 0
  • Min Tclk post-route: 1.88 ns
  • Final setup TNS: 0 ns
  • Slew Limit Headroom: 0.581
  • Final Cycle Share: 0.587

Die
  • Die Y-Extent: 93 µm
  • Ports: 14
  • Fp util: 0.136
  • Core Rows: 26
  • Die width: 93 µm
  • Core area: 5140 µm²
  • Die area: 8650 µm²

Place
  • Placer congestion estimate: 0.712
  • Final HPWL DP: 1070 µm
  • Dpl cell area: 897 µm²
  • Dpl cells: 130
  • IO Port Bufs: 13

Min path
  • Min-Delay Path Class: register to register
  • Hold Crit Depth: 1

Outcome
  • Status: completed
==> per-stage QoR <==
step                      power, mW  setup slack, ns  hold WS, ns   util
after floorplan               0.296             1.83        0.407      -
after global placement        0.322             1.25        0.457  0.175
after detailed placement      0.327             1.20        0.459  0.175
after CTS                     0.483             1.30        0.475  0.183
after global routing          0.500             1.27        0.486  0.183
final                         0.475             1.32        0.469  0.183
==> area by class of cell <==
class,instances,area [µm²]
repair buffers,13,130
inverters,2,7.51
clock buffers,4,45.0
multi-input cells,28,245
fillers,590,4200
well taps,70,87.6
flip-flops and latches,17,427
==> layer usage <==
metal  vias up  part of all wire  GRT usage
met4         0            0.0060    0.00386
met5         -                 0          0
met3         2             0.088     0.0194
met1       214              0.38     0.0371
li1        195                 -          -
met2        10              0.52     0.0567
==> worst min-delay path by stage <==
stage                            from                       to  slack [ns]
global route  r_Tx_Active$_DFFE_PP0P_  r_Tx_Active$_DFFE_PP0P_        0.49
CTS           r_Tx_Active$_DFFE_PP0P_  r_Tx_Active$_DFFE_PP0P_        0.48
finish        r_Tx_Active$_DFFE_PP0P_  r_Tx_Active$_DFFE_PP0P_        0.47
==> cells in the final DEF, fill, tap and decap left out, types with 2 or more instances in the layout <==
master,n
nand2b_1,2
mux2_1,8
mux2i_1,4
clkbuf_8,3
dfrtp_1,16
inv_1,2
nor2b_1,4
clkdlybuf4s50_1,13
==> state kept, by name (all words and copies together) (netlist names) <==
register	cells
r_Bit_Index	3
r_SM_Main	3
r_Tx_Active	1
r_Tx_Data	8
r_Tx_Done	1
tx_serial	1
==> where the power goes <==
group,internal [mW],total (mW),switching (mW)
combinational,0.0401,0.0622,0.0221
clock,0.0881,0.154,0.0658
sequential,0.244,0.259,0.0151
==> kinds of logic after synthesis <==
group,after synthesis
DFF,17
and+or+nand+nor,10
other,1
AOI/OAI and AO/OA,4
muxes,13
buffers and inverters,4
No activity file was given, so power comes from the tool's default toggle rates.
