[design.v]
module uart_rx 
    #(parameter int FREQUENCY = 20_000_000, parameter int BAUD_RATE = 9600)
    (
        input logic clk,
        input logic rx_serial,           
        input logic reset,
        output logic rx_done,            
        output logic [7:0] rx_byte       
    );
    localparam int CLKS_PER_BIT = FREQUENCY / BAUD_RATE;
    typedef enum logic [2:0] {
        s_IDLE          = 3'b000,
        s_RX_START_BIT  = 3'b001,
        s_RX_DATA_BITS  = 3'b010,
        s_RX_STOP_BIT   = 3'b011,
        s_CLEANUP       = 3'b100
    } state_t;
    state_t r_SM_Main = s_IDLE;
    logic r_Rx_Data_R = 1'b1;
    logic r_Rx_Data = 1'b1;
    int unsigned r_Clock_Count = 0;
    int unsigned r_Bit_Index = 0;  
    logic [7:0] r_Rx_Byte = 8'h00;
    logic r_Rx_DV = 1'b0;
    always_ff @(posedge clk) begin
        r_Rx_Data_R <= rx_serial;
        r_Rx_Data   <= r_Rx_Data_R;
    end
    always_ff @(posedge clk) begin
        if (reset) begin
            r_SM_Main      <= s_IDLE;
            r_Rx_DV        <= 1'b0;
            r_Clock_Count  <= 0;
            r_Bit_Index    <= 0;
            r_Rx_Byte      <= 8'h00;
        end 
        else begin
            case (r_SM_Main)
                s_IDLE: begin
                    r_Rx_DV       <= 1'b0;
                    r_Clock_Count <= 0;
                    r_Bit_Index   <= 0;
                    if (r_Rx_Data == 1'b0)  
                        r_SM_Main <= s_RX_START_BIT;
                end
                s_RX_START_BIT: begin
                    if (r_Clock_Count == (CLKS_PER_BIT - 1) / 2) begin
                        if (r_Rx_Data == 1'b0) begin
                            r_Clock_Count <= 0;   
                            r_SM_Main     <= s_RX_DATA_BITS;
                        end else begin
                            r_SM_Main <= s_IDLE;
                        end
                    end else begin
                        r_Clock_Count <= r_Clock_Count + 1;
                    end
                end
                s_RX_DATA_BITS: begin
                    if (r_Clock_Count < CLKS_PER_BIT - 1) begin
                        r_Clock_Count <= r_Clock_Count + 1;
                    end else begin
                        r_Clock_Count <= 0;
                        r_Rx_Byte[r_Bit_Index] <= r_Rx_Data;
                        if (r_Bit_Index < 7) begin
                            r_Bit_Index <= r_Bit_Index + 1;
                        end else begin
                            r_Bit_Index <= 0;
                            r_SM_Main   <= s_RX_STOP_BIT;
                        end
                    end
                end
                s_RX_STOP_BIT: begin
                    if (r_Clock_Count < CLKS_PER_BIT - 1) begin
                        r_Clock_Count <= r_Clock_Count + 1;
                    end else begin
                        r_Rx_DV       <= 1'b1;
                        r_Clock_Count <= 0;
                        r_SM_Main     <= s_CLEANUP;
                    end
                end
                s_CLEANUP: begin
                    r_SM_Main <= s_IDLE;
                    r_Rx_DV   <= 1'b0;
                end
                default: r_SM_Main <= s_IDLE;
            endcase
        end
    end
    assign rx_done = r_Rx_DV;
    assign rx_byte = r_Rx_Byte;
endmodule
[run.sh]
#!/bin/bash
# OpenROAD 26Q1-2900-gdf79404cd8, Yosys 0.63+post, stock flow scripts
make -C /OpenROAD-flow-scripts/flow DESIGN_CONFIG=/design/flow/config.mk WORK_HOME=/design/flow/orfs finish
[config.mk]
export PLATFORM = sky130hd
export DESIGN_NAME = uart_rx
export DESIGN_NICKNAME = uart_rx
export VERILOG_FILES = /design/flow/design.v
export SDC_FILE = /design/flow/constraint.sdc
export NUM_CORES = 4
export LEC_CHECK = 1
export CORE_UTILIZATION = 50
[constraint.sdc]
current_design uart_rx

set clk_period 7.7
set clk_io_pct 0.2

create_clock -name clk0 -period $clk_period [get_ports {clk}]

set non_clock_inputs [all_inputs -no_clocks]
set_input_delay [expr $clk_period * $clk_io_pct] -clock clk0 $non_clock_inputs
set_output_delay [expr $clk_period * $clk_io_pct] -clock clk0 [all_outputs]
==> GITHUB_STEP_SUMMARY <==
### Flow metrics

| Metric | Value |
|---|---|
| Simple-Gate Area Share | 35.4% |
| CTS Buffer Depth | 2 |
| Crit path buffers/inverters | 2 |
| CP max FO | 21 |
| First-pass GRT wire length | 20600 microns |
| Routed WL per cell | 16.3 microns |
| HP Class | reg -> reg |
| Final WL | 12100 microns |
| Compound-Gate Fraction of Synth Area | 18.4% |
| H-tree depth | 3 |
| Yosys chip area | 4770 sq um |
| Top cells by count | 87 x nor2_1, 78 x dfxtp_1, 43 x nand2_1 |
| Grt met2 use | 42.3% |
| Met1 Use GR | 38.1% |
| Die Span Y | 99.7 microns |
| Post-synth EDFFs | 0 |
| Clk pwr share | 32.0% |
| Fraction of layout cells with a size suffix above 1 | 7.01% |
| RSZ-0062 raised after global routing | false |
| Comb area leader | simple AND/OR/NAND/NOR gates |
| GR Layer Usage met3 | 3.79% |
| Setup Crit Path Kind | reg -> reg |
| Crit-path cells | inv_1 > ha_1 > nor3b_1 > xnor2_1 > buf_4 > nand3_1 > a2111oi_0 > a2bb2oi_1 > nand4_1 > nor4_1 > mux2i_1 |
| GRT overflow | 0 |
| Drt first-iter violations | 408 |
| Distinct lib cells | 63 |
| Net Sw Frac | 34.8% |
| Post-route setup TNS | 0 ns |
| Global Route Usage Sum | 26.1% |
| Core ar. | 9240 sq um |
| Setup violations, final | 0 |
| Internal Pwr Total | 0.000765 W |
| Asr flop ratio synth | 0% |
| Adder share | 1.05% |
| Clk latency of the worst-skew pair | 0.35 ns |
| IO Pins | 12 |
| Syn avg cell area | 7.66 sq um |
| Cts-stage hold buffer count | 0 |
| DR DRC count | 0 |
| Mapped Area | 4770 sq um |
| Hold path start | r_Rx_Data_R$_DFF_P_ |
| Final hold slack | 0.331 ns |
| Sink Count | 78 |
| DR vias | 4593 |
| Final worst path period need | 4.13 ns |
| Largest net degree at the start of global routing | 26 |
| TritonCTS Buffers | 9 |
| Tool warnings | 27 |
| Gate power share | 31.7% |
| Area share, top type | 32.7% |
| XORs/XNORs by Area | 5.51% |
| Critical-path top delay cell | nor3b_1 |
| Row cnt | 35 |
| Ys Warns | 1 |
| Antenna diode count | 0 |
| Register share after synthesis | 32.7% |
| Worst setup path startpoint | r_Bit_Index[0]$_SDFFE_PP0P_ |
| Leakage | 1.80 nW |
| Area fraction in mux cells | 1.89% |
| Delay-heaviest family, CP | simple AND/OR/NAND/NOR gates |
| Clk_skew | 0.00905 ns |
| Slowest Stage Delay on Critical Path | 0.56 ns |
| WP data arrival | 4.41 ns |
| Initial Util | 51.6% |
| Most numerous cell in the Yosys netlist | nor2_1 |
| Initial antenna violation count | 0 |
| CTS clk-pin slew, worst paths | 0.08 ns |
| Post-CTS Setup Bufs | 0 |
| Busiest grt layer | met2 |
| PwrDens | 227 nW/um^2 |
| Final worst path period share | 53.7% |
| Chip area | 9930 sq um |
| Dpl hpwl | 8660 microns |
| Die width | 99.7 microns |
| Status | finished, final reports clean |
| Pre-Repair DR Iteration Count | 5 |
| Number of port buffers | 11 |
| CP startpoint kind | flop |
| Vias in the first global route | 4112 |
| Final instance area | 5170 sq um |
| Cell taking the most area after synthesis | dfxtp_1 |
| Antenna viol nets, final | 0 |
| Slew Limit Headroom | 40.0% |
| Final Power | 0.00117 W |
| CTS tree | yes |
| Cell count after synthesis | 623 |
| Max Freq | 242 MHz |
| Biggest area cells | dfxtp_1 33%, nor2_1 6.8%, a21oi_1 4.1%, xor2_1 3.9%, nand2_1 3.4% |
| Reg-to-Reg Start | r_Bit_Index[0]$_SDFFE_PP0P_ |
| Clock root cell | clkbuf_8 |
| Final Max Slew Viols | 0 |
| Psw | 0.000408 W |
| Worst EP required | 7.98 ns |
| Max Cap Viol | 0 |
| Via density per instance | 6.19 |
| Post-cts resize count | 0 |
| Gpl congestion | 0.939 |
| Worst Tran Pin Value | 0.897 ns |
| CP Capture Type | flop |
| Ys flop type | dfxtp_1 |
| Reg power frac | 36.3% |
| Cell Area, Placed | 4920 sq um |
| Registers, synthesis | 78 |
| P&R area growth vs syn | 8.37% |
| Worst VDD drop | 0.0987 mV |
| Cells in synth_stat.txt | 623 |
| Hold Vio Cnt, Final | 0 |
-- registers in the layout, indices dropped and copies added (netlist names) --
name	cells
r_Bit_Index	32
r_Clock_Count	32
r_Rx_Byte	8
r_Rx_DV	1
r_Rx_Data	1
r_Rx_Data_R	1
r_SM_Main	3
-- cells in the final DEF, fill, tap and decap left out, drive strengths merged, types with 7 or more instances in the layout --
master         count
clkbuf            10
a31oi             16
or4                7
nor2              87
dfxtp             78
or3               21
nand4             21
buf                9
and4              10
xnor2              9
a21oi             39
mux2i              9
inv               14
xor2              21
nor3              25
nor4              25
nand2b            12
o21ai             22
nand2             43
and3               8
clkdlybuf4s50     11
nand3             25
-- metrics by stage --
stage | std cells | setup WS (ns) | utilization (%)
floorplan | 623 | 4.28 | -
global placement | 726 | 3.78 | 53.3
detailed placement | 726 | 3.67 | 53.3
CTS | 742 | 3.59 | 55.9
global route | 742 | 3.09 | 55.9
finish | 742 | 3.57 | 55.9
-- worst register-to-register path, cell delays in order, from the launching register on --
cell and delay, ns:
dfxtp_1 0.46, inv_1 0.14, ha_1 0.52, nor3b_1 0.57
xnor2_1 0.18, buf_4 0.29, nand3_1 0.14, a2111oi_0 0.48
a2bb2oi_1 0.40, nand4_1 0.26, nor4_1 0.42, mux2i_1 0.22
-- logic make-up after synthesis --
logic type	count (synthesis)
XOR/XNOR	30
adder cells (fa/ha/maj)	4
flip-flops	78
AND/OR/NAND/NOR	313
AND-OR/OR-AND	131
buffers and inverters	58
multiplexers	9
-- metal layers --
metal | part of all wire [%] | routed length [microns]
met1 | 46 | 5600
met2 | 47 | 5650
met3 | 4.5 | 550
met4 | 2.4 | 293
met5 | 0 | 0
-- area by class of cell --
type	instances	area (sq um)
sequential	78	1560
clock buffer	10	128
timing repair buffer	20	178
clock inverter	6	118
tap	129	161
fill	875	4070
inverter	12	45.0
multi-input combinational	487	2980
-- power by group through the flow --
stage	Clock, W	Sequential, W	Combinational, W
finish	0.000375	0.000426	0.000372
global route	0.000403	0.000428	0.000409
CTS	0.000387	0.000426	0.000368
-- worst paths after layout --
check	to	slack (ns)	cells after the start
worst max-delay path	r_Rx_Byte[1]$_SDFFE_PP0P_	3.57	11
worst min-delay path	r_Rx_Data$_DFF_P_	0.33	0
worst max register to register	r_Rx_Byte[1]$_SDFFE_PP0P_	3.57	11
worst min register to register	r_Rx_Data$_DFF_P_	0.33	0
Power figures rest on the tool's default switching activity, not on a simulated workload.
